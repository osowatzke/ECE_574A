### design/flow/run.sh
#!/bin/bash
# OpenROAD 26Q1-2900-gdf79404cd8, Yosys 0.63+post, stock flow scripts
make -C /OpenROAD-flow-scripts/flow DESIGN_CONFIG=/design/flow/config.mk WORK_HOME=/design/flow/orfs finish
### design/flow/config.mk
export PLATFORM = sky130hd
export DESIGN_NAME = circuit4
export DESIGN_NICKNAME = circuit4
export VERILOG_FILES = /design/flow/design.v
export SDC_FILE = /design/flow/constraint.sdc
export NUM_CORES = 4
export LEC_CHECK = 1
export CORE_UTILIZATION = 40
### design/flow/constraint.sdc
current_design circuit4

set clk_period 54.7
set clk_io_pct 0.2

create_clock -name clk0 -period $clk_period [get_ports {clk}]

set non_clock_inputs [all_inputs -no_clocks]
set_input_delay [expr $clk_period * $clk_io_pct] -clock clk0 $non_clock_inputs
set_output_delay [expr $clk_period * $clk_io_pct] -clock clk0 [all_outputs]
### design/flow/design.v
`timescale 1ns/1ns
module ADD(a, b, sum);
    parameter DATAWIDTH = 32;
    input [DATAWIDTH-1:0] a;
    input [DATAWIDTH-1:0] b;
    output reg [DATAWIDTH-1:0] sum;
    always @(a,b) begin
        sum <= a+b;
    end
endmodule
`timescale 1ns/1ns
module COMP(a,b,gt,lt,eq);
    parameter DATAWIDTH = 32;
    input [DATAWIDTH-1:0] a;
    input [DATAWIDTH-1:0] b;
    output reg gt,lt,eq;
    always @(a,b) begin
        gt <= 0; lt <= 0; eq <= 0;
        if (b>a) begin
            gt <= 1;
        end
        else if (b<a) begin
            lt <= 1;
        end
        else begin
            eq <= 1;
        end
    end
endmodule
`timescale 1ns/1ns
module MUX2x1(a,b,sel,d);
    parameter DATAWIDTH = 32;
    input [DATAWIDTH-1:0] a;
    input [DATAWIDTH-1:0] b;
    input sel;
    output reg [DATAWIDTH-1:0] d;
    always @(a,b,sel)
        d = sel ? b : a;
endmodule
`timescale 1ns/1ns
module REG(q, d, Clk, Rst);
    parameter   DATAWIDTH = 32;
    input Clk;
    input Rst;
    input [DATAWIDTH-1:0] d;
    output reg [DATAWIDTH-1:0] q;
    always @(posedge Clk) begin
        if (Rst == 1)
            q <= 0;
        else
            q <= d;
    end
endmodule
`timescale 1ns/1ns
module SHL(a,sh_amt,d);
    parameter DATAWIDTH = 32;
    input [DATAWIDTH-1:0] a;
    input [DATAWIDTH-1:0] sh_amt;
    output reg [DATAWIDTH-1:0] d;
    always @(a,sh_amt) begin
        d <= a << sh_amt;
    end
endmodule
`timescale 1ns/1ns
module SHR(a,sh_amt,d);
    parameter DATAWIDTH = 32;
    input [DATAWIDTH-1:0] a;
    input [DATAWIDTH-1:0] sh_amt;
    output reg [DATAWIDTH-1:0] d;
    always @(a,sh_amt) begin
        d <= a >> sh_amt;
    end
endmodule
`timescale 1ns/1ns
module SUB(a,b,diff);
    parameter DATAWIDTH = 32;
    input [DATAWIDTH-1:0] a;
    input [DATAWIDTH-1:0] b;
    output reg [DATAWIDTH-1:0] diff;
    always @(a,b) begin
        diff <= a-b;
    end
endmodule
`timescale 1ns/1ns
module circuit4(a,b,c,z,x,clk,rst);
    input  clk, rst;
    input  [63:0] a, b, c;
    output [31:0] z, x;
    wire [63:0] d, e, f, g, h;
    wire dLTe, dEQe;
    wire [63:0] dLTe_64, dEQe_64;
    wire [63:0] xrin, zrin;
    wire [63:0] greg, hreg;
    wire [63:0] x_64, z_64;
    assign dLTe_64 = {{63{1'b0}},dLTe};
    assign dEQe_64 = {{63{1'b0}},dEQe};
    assign x = x_64[31:0];
    assign z = z_64[31:0];
    ADD    #(.DATAWIDTH(64)) ADD_1(a, b, d);                 
    ADD    #(.DATAWIDTH(64)) ADD_2(a, c, e);                 
    SUB    #(.DATAWIDTH(64)) ADD_3(a, b, f);                 
    COMP   #(.DATAWIDTH(64)) COMP_1(d, e, , ,dEQe);          
    COMP   #(.DATAWIDTH(64)) COMP_2(d, e, dLTe, , );         
    MUX2x1 #(.DATAWIDTH(64)) MUX2x1_1(e, d, dLTe, g);        
    MUX2x1 #(.DATAWIDTH(64)) MUX2x1_2(f, g, dEQe, h);        
    REG    #(.DATAWIDTH(64)) REG_1(greg, g, clk, rst);       
    REG    #(.DATAWIDTH(64)) REG_2(hreg, h, clk, rst);       
    SHL    #(.DATAWIDTH(64)) SHL_1(hreg, dLTe_64, xrin);     
    SHR    #(.DATAWIDTH(64)) SHR_1(greg, dEQe_64, zrin);     
    REG    #(.DATAWIDTH(64)) REG_3(x_64, xrin, clk, rst);    
    REG    #(.DATAWIDTH(64)) REG_4(z_64, zrin, clk, rst);    
endmodule
==> run summary <==
yosys + openroad results -> outcome=complete, no violations, clk sink count=~130, period utilisation layout=0.326, wire per inst=between 15 and 20 um, Detail Route Antenna Nets=0, Post-synth ARST share=0, fin crit period=roughly 18 ns, met3 wire length=about 4400 um, vias=between 15000 and 20000, Port-buffer cells=257, CTS tree=built, row cnt=71, peak supply drop=roughly 0.021 mV, worst reg2reg startpoint=REG_2.q[9], top layer in use=met4, crit-path leading delay family=AND-OR/OR-AND gates, Max stage delay on crit path=about 0.65 ns, DR vias/cell=5.59, Top Ports=258, Core Util at FP=0.405, Die Height=roughly 200 um, total negative slack=0 ns, Arrival @ worst endpoint=roughly 18 ns, Distinct cells, synth=a little over 90, # setup viols final=0, worst setup path endpoint=REG_2.q[11], r2r worst-path depth=2, ys cells=2056, Worst slew margin=0.446, post-CTS setup buffer count=0, Synth Warn #=7, sequential area share after synthesis=0.170, Routed met1 length=27800 um, GP Congestion=0.988, Mapped Cells=approximately 2100, Hold Buf Count CTS=0, first-pass GRT wire length=~80000 um, Die Size=38800 um2, CP max FO=39, drt total wl=~52000 um, share of post-route cells with drive strength above 1=0.0373, Syn-to-layout area delta=22.5%, initial antenna violation count=1, DRC errors left=0, Hold Slack=about 0.45 ns, number of gates resized after CTS=0, Worst Setup Path Type=input pin to register, Hold/Removal Path Class=register to register, clk slew on worst S/H paths=around 0.050 ns, Fin Clk Skew=0.00492 ns, Bufs on Longest Clock Path=2, Worst Path Buf+Inv=2, post-synth top area cell=ha_1, clock root buffer=clkbuf_16, leakage power total=7.88 nW, top-area cell type share of the netlist area=0.182, worst setup margin=36.87 ns, vias in the first global route=roughly 14000, crit path DRT=54.97 ns, area of the core=37600 um2, DP Worst Slack=roughly 37 ns, met2 wire len=about 20000 um, r2r setup slk=between 50 and 60 ns, most frequent cells in the layout=clkdlybuf4s50_1, a21oi_1, ha_1, yosys stat chip area=between 15000 and 20000 um2, Registers, synthesis=roughly 130, Critical Path Stages=23, CTS H-Tree Depth=4, count of library flops with an enable pin=0, total tool warning count=between 50 and 60, drt first pass iters=5, Final Max Tran Viols=0, cts bufs inserted=17, Main area contributors=ha_1, dfxtp_1, a21oi_1, die width=~200 um, Total GRT Usage=0.269, Avg Cell Area, Syn=between 7 and 8 um2, filler cell count=3656, top_reg_cell synth=dfxtp_1, Max-cap violations=0, startpoint types=input pin, CP Cell Sequence=clkdlybuf4s50_1, ha_1, nor2_1, a221oi_1, o211ai_1, o31ai_1, o21bai_1, a31oi_1, o31ai_2, a21oi_2, o21ai_0, xnor2_1, ha_1, and3_1, nand4_1, nor3_1, nand3_1, nor3_1, and2_2, buf_4, nor3_1, a21oi_1, nor2_1, Late-Pin Clk Latency=approximately 0.4 ns, Max Fclk=56.1 MHz, RSZ-0062 raised after global routing=no, largest net degree at the start of global routing=67, final hold violations=0, Setup crit start=a[12], post-synthesis cell area=approximately 15000 um2, reg2reg end=REG_3.q[10], CP max-delay cell=and2_2, dominant logic cell type in the layout=clkdlybuf4s50_1, worst slew pin tran=a little over 0.8 ns, Setup crit end kind=register, dpl hpwl=about 45000 um, CP dominant cell by count=nor3_1, Remaining Overflow, GRT=0, initial detailed-routing violation count=1122, Cell Pwr Density=between 20 and 30 nW/um2
==> layout make-up <==
| class | count | area, um2 | area share |
|---|---|---|---|
| diodes | 1 | 2.50 | 0.000134 |
| clock buffers | 19 | 453 | 0.0243 |
| clock inverters | 13 | 111 | 0.00597 |
| inverters | 106 | 398 | 0.0213 |
| multi-input cells | 1720 | 11800 | 0.634 |
| flip-flops and latches | 129 | 2580 | 0.139 |
| well taps | 511 | 639 | 0.0343 |
| repair buffers | 266 | 2640 | 0.141 |
==> cells in the mapped netlist, drive strengths merged (34+ instances only) <==
| master | number |
|---|---|
| nor3 | 34 |
| inv | 105 |
| xnor2 | 105 |
| nand3 | 35 |
| a21o | 67 |
| nand4 | 38 |
| a21oi | 246 |
| dfxtp | 129 |
| nand2 | 206 |
| clkbuf | 73 |
| a211oi | 36 |
| nor2 | 190 |
| o21ai | 123 |
| ha | 221 |
| mux2i | 40 |
==> flip-flops by register name, summed over array words and instances (netlist names) <==
| name | cells |
|---|---|
| REG_1.q | 33 |
| REG_2.q | 32 |
| REG_4.q | 32 |
| REG_3.q | 32 |
==> power breakdown <==
group	internal, mW	switching [mW]
clock network	0.0646	0.0392
registers	0.114	0.00813
logic	0.113	0.149
==> tightest hold or removal path, delay by kind of cell (launching register included) <==
kind | cells | cell delay [ns]
flops | 1 | 0.29
compound gates | 1 | 0.06
simple gates | 1 | 0.05
==> stage by stage <==
stage	cell area (um2)	std cells	power (mW)	util
finish	18600	2765	0.488	0.496
global route	18600	2765	0.525	0.496
CTS	18600	2764	0.487	0.496
detailed placement	18100	2732	0.382	0.481
global placement	18100	2732	0.381	0.481
floorplan	15200	2056	0.293	-
==> how the worst min path moves through the flow <==
stage	to	from	slack, ns	cells past startpoint
after CTS	REG_4.q[0]	REG_1.q[0]	0.45	2
after global routing	REG_4.q[25]	REG_1.q[25]	0.47	2
final	REG_4.q[0]	REG_1.q[0]	0.45	2
==> routing by layer <==
metal | track usage | vias to the layer above
met4 | 0.0184 | 0
met2 | 0.347 | 611
met5 | 0 | -
met3 | 0.0578 | 25
li1 | - | 7797
met1 | 0.465 | 7037
==> kinds of logic (layout without fill, tap and decap cells) <==
family | Yosys count | in the layout | synth area share
simple gates | 640 | 640 | 0.196
fa+ha+maj | 224 | 224 | 0.186
xor+xnor | 134 | 134 | 0.0771
compound gates | 682 | 682 | 0.291
flops | 129 | 129 | 0.170
mux | 40 | 40 | 0.0263
other cells | 0 | 1 | 0
buf+inv | 207 | 404 | 0.0542
Power figures rest on the tool's default switching activity, not on a simulated workload.
