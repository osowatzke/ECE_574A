==> /design/flow/design.v <==
`timescale 1ns/1ns
module ADD(a, b, sum);
    parameter DATAWIDTH = 32;
    input [DATAWIDTH-1:0] a;
    input [DATAWIDTH-1:0] b;
    output reg [DATAWIDTH-1:0] sum;
    always @(a,b) begin
        sum <= a+b;
    end
endmodule
`timescale 1ns/1ns
module COMP(a,b,gt,lt,eq);
    parameter DATAWIDTH = 32;
    input [DATAWIDTH-1:0] a;
    input [DATAWIDTH-1:0] b;
    output reg gt,lt,eq;
    always @(a,b) begin
        gt <= 0; lt <= 0; eq <= 0;
        if (b>a) begin
            gt <= 1;
        end
        else if (b<a) begin
            lt <= 1;
        end
        else begin
            eq <= 1;
        end
    end
endmodule
`timescale 1ns/1ns
module MUX2x1(a,b,sel,d);
    parameter DATAWIDTH = 32;
    input [DATAWIDTH-1:0] a;
    input [DATAWIDTH-1:0] b;
    input sel;
    output reg [DATAWIDTH-1:0] d;
    always @(a,b,sel)
        d = sel ? b : a;
endmodule
`timescale 1ns/1ns
module REG(q, d, Clk, Rst);
    parameter   DATAWIDTH = 32;
    input Clk;
    input Rst;
    input [DATAWIDTH-1:0] d;
    output reg [DATAWIDTH-1:0] q;
    always @(posedge Clk) begin
        if (Rst == 1)
            q <= 0;
        else
            q <= d;
    end
endmodule
`timescale 1ns/1ns
module SHL(a,sh_amt,d);
    parameter DATAWIDTH = 32;
    input [DATAWIDTH-1:0] a;
    input [DATAWIDTH-1:0] sh_amt;
    output reg [DATAWIDTH-1:0] d;
    always @(a,sh_amt) begin
        d <= a << sh_amt;
    end
endmodule
`timescale 1ns/1ns
module SHR(a,sh_amt,d);
    parameter DATAWIDTH = 32;
    input [DATAWIDTH-1:0] a;
    input [DATAWIDTH-1:0] sh_amt;
    output reg [DATAWIDTH-1:0] d;
    always @(a,sh_amt) begin
        d <= a >> sh_amt;
    end
endmodule
`timescale 1ns/1ns
module SUB(a,b,diff);
    parameter DATAWIDTH = 32;
    input [DATAWIDTH-1:0] a;
    input [DATAWIDTH-1:0] b;
    output reg [DATAWIDTH-1:0] diff;
    always @(a,b) begin
        diff <= a-b;
    end
endmodule
`timescale 1ns / 1ns
module circuit2(a, b, c, z, x, clk, rst);
    input  clk, rst;
    input  [31:0] a, b, c;
    output [31:0] z, x;
    wire   [31:0] d, e, f, g, h, xwire, zwire;
    wire   [31:0] dLTe_32, dEQe_32;
    wire   dLTe, dEQe;
    assign dLTe_32 = {{31{1'b0}},dLTe};
    assign dEQe_32 = {{31{1'b0}},dEQe};
    ADD    #(.DATAWIDTH(32)) ADD_1(a, b, d);                 
    ADD    #(.DATAWIDTH(32)) ADD_2(a, c, e);                 
    SUB    #(.DATAWIDTH(32)) SUB_1(a, b, f);                 
    COMP   #(.DATAWIDTH(32)) COMP_1(d, e, dLTe, , dEQe);     
    MUX2x1 #(.DATAWIDTH(32)) MUX2x1_1(e, d, dLTe, g);        
    MUX2x1 #(.DATAWIDTH(32)) MUX2x1_2(f, g, dEQe, h);        
    SHL    #(.DATAWIDTH(32)) SHL_1(g, dLTe_32, xwire);       
    SHR    #(.DATAWIDTH(32)) SHR_1(h, dEQe_32, zwire);       
    REG    #(.DATAWIDTH(32)) REG_1(x, xwire, clk, rst);      
    REG    #(.DATAWIDTH(32)) REG_2(z, zwire, clk, rst);      
endmodule
==> /design/flow/run.sh <==
#!/bin/bash
# OpenROAD 26Q1-2900-gdf79404cd8, Yosys 0.63+post, stock flow scripts
make -C /OpenROAD-flow-scripts/flow DESIGN_CONFIG=/design/flow/config.mk WORK_HOME=/design/flow/orfs finish
==> /design/flow/config.mk <==
export PLATFORM = sky130hd
export DESIGN_NAME = circuit2
export DESIGN_NICKNAME = circuit2
export VERILOG_FILES = /design/flow/design.v
export SDC_FILE = /design/flow/constraint.sdc
export NUM_CORES = 4
export LEC_CHECK = 1
export CORE_UTILIZATION = 50
==> /design/flow/constraint.sdc <==
current_design circuit2

set clk_period 22.6
set clk_io_pct 0.2

create_clock -name clk0 -period $clk_period [get_ports {clk}]

set non_clock_inputs [all_inputs -no_clocks]
set_input_delay [expr $clk_period * $clk_io_pct] -clock clk0 $non_clock_inputs
set_output_delay [expr $clk_period * $clk_io_pct] -clock clk0 [all_outputs]
==> results.txt <==
run results: initial DRC count=612, ys async rst share=0%, DR WL/cell=17.7 um, Slew headroom=40.5%, first-pass GRT wire length=around 38000 um, Top cell area share=20.0%, crit path time final=10270 ps, proportion of layout cells with a drive suffix above 1=3.76%, CTS tree=built, pwr dens=around 65 nW/um^2, Crit Path Class=in2reg, Worst VDD drop=0.0433 mV, Max clock buf depth=2, Period Utilization, post-route=between 40% and 50%, crit path launch type=input pin, num ports=roughly 160, logic area=6090 sq um, Worst Tran Pin Value=890 ps, vias in the first global route=7040, leakage power=0.00424 uW, xor/xnor share of the synthesized area=around a tenth, Resized Gates After CTS=0, Final Hold Fails=0, CP Launch Point=a[1], Max FO, Critical Path=19, startpoint of the worst hold path=rst, gpl congestion=0.980, die area=16100 sq um, CTS sink cnt=64, top cell type by total area after synthesis=ha_1, post-synthesis cell count=about 1000, Most used DFF post-synth=dfxtp_1, Max Cap Viol=0, setup TNS=0 ps, TritonCTS Buffers=9, crit path max-delay cell type=a211oi_1, worst path arrival time=10470 ps, Post-CTS Setup Inserts=0, final antenna-violating net count=0, total tool warning count=57, worst min path class=in2reg, Layout area overhead=26.2%, comb area leader=AND-OR/OR-AND gates, Layout Utilization=64.7%, CTS clk-pin slew, worst paths=~60 ps, hold_ws=4770 ps, most numerous logic cell after layout=clkdlybuf4s50_1, Die Width=approximately 130 um, EDFF count, synth=0, Yosys reg bits=64, ys cells=1029, Layout fillers=1341, MUX area fraction=between 1 and 1.5%, initial antenna violation count=0, RSZ-0062 raised after global routing=no, ao+oa area frac=29.4%, yosys synthesis chip area=between 7000 and 8000 sq um, Basic Gates by Area=16.8%, via/cell ratio=5.71, post-DP HPWL=20200 um, dpl cells=1365, Detailed Route WL=24400 um, Unique cell types=about 70, CP required=22800 ps, Clock Tree Root=clkbuf_16, Antenna diodes=0, Core Rows=45, Post-Syn Area per Cell=approximately 7.6 sq um, gr usage total=31.2%, Crit. End Element=flop, Top cells by area=ha_1 20%, dfxtp_1 16%, xnor2_1 7.6%, final setup vio count=0, Core Area=15300 sq um, largest net degree at the start of global routing=49, register area=between 1000 and 1500 sq um, status=complete, no violations, # DRC=0, cell area after synthesis=around 8000 sq um, Fmax=0.0973 GHz, CTS Hold Bufs=0, Pre-Repair DR Iteration Count=5, Init Core Util=51.2%, yosys adder share=20.8%, Chip Height=127 um, Post-Layout Cell Count=1381, Seq share, synth=around 16%, Cell Chain, Critical Path=clkdlybuf4s50_1, ha_1, a211oi_1, o21ai_1, a31oi_4, o22ai_1, a22oi_1, o21ai_0, a21oi_1, xor2_1, inv_1, ha_1, nand4_1, nor4_1, nand3_1, nor2_2, buf_4, mux2i_1, nor2_1, vias=~7900, total gr overflow=0, Slew Viols, Final=0, most common logic cells in the final layout=160 x clkdlybuf4s50_1, 125 x ha_1, 109 x nor2_1, Ys Warns=7, H-tree Lvls=3, most frequent CP cell=ha_1, highest cell delay on the worst timing path=680 ps, Buffers on Ports=roughly 160
[path summary, 6_finish.rpt]
path,cells past startpoint,slack [ps],endpoint
worst max-delay path,19,12330,REG_2.q[8]$_SDFF_PP0_
worst min-delay path,3,4770,REG_1.q[1]$_SDFF_PP0_
[state kept, by name (all words and copies together) (netlist names)]
| register | cells |
|---|---|
| REG_1.q | 32 |
| REG_2.q | 32 |
[cell type report]
| cell class | instances | share of cell area (%) |
|---|---|---|
| inverters | 74 | 2.81 |
| flip-flops and latches | 64 | 13.0 |
| clock inverters | 6 | 0.685 |
| repair buffers | 167 | 16.7 |
| multi-input cells | 849 | 61.7 |
| clock buffers | 10 | 2.42 |
| well taps | 211 | 2.67 |
[per-layer routing]
metal	part of all wire, %	track usage (%)	up-vias
met2	43	46.8	287
li1	-	-	3976
met5	0	0	-
met1	49	48.8	3592
met4	1.9	4.97	0
met3	6.3	4.31	27
[worst max-delay path, delay by kind of cell]
family          cells  cell delay (ps)
mux                 1              260
buf+inv             3              990
compound gates      7             2180
fa+ha+maj           2              660
xor+xnor            1              340
simple gates        5             1490
[cell usage after synthesis, types with 15 or more instances]
master and number:
inv_1 72, nand3_1 21, nor2b_1 15, ha_1 125, clkbuf_1 30, xnor2_1 68
o21bai_1 16, a211oi_1 30, a31oi_1 18, nor2_1 110, nand2b_1 17, a21oi_1 105
nand2_1 58, xor2_1 18, a21o_1 33, o21a_1 15, o21ai_0 56, nor3_1 21
dfxtp_1 64
[power by group]
part	internal [uW]	total [uW]	switching (uW)	leakage, uW
registers	140	151	10.6	0.000534
logic	163	348	185	0.00356
clock network	88.7	143	53.9	0.000145
total	392	642	250	0.00424
[logic make-up after synthesis]
kind of cell | Yosys count
fa+ha+maj | 128
mux | 9
simple gates | 283
buf+inv | 116
xor+xnor | 86
flops | 64
compound gates | 343
[through the flow]
stage	setup slack [ps]	cell area [sq um]	power, uW
after CTS	12520	9870	640
after global routing	11940	9870	685
after detailed placement	12220	9560	494
after global placement	12300	9560	494
final	12330	9870	642
after floorplan	13870	7820	354
No activity file was given, so power comes from the tool's default toggle rates.
