==> flow/design.v <==
`timescale 1ns/1ns
module ADD(a, b, sum);
    parameter DATAWIDTH = 32;
    input [DATAWIDTH-1:0] a;
    input [DATAWIDTH-1:0] b;
    output reg [DATAWIDTH-1:0] sum;
    always @(a,b) begin
        sum <= a+b;
    end
endmodule
`timescale 1ns/1ns
module REG(q, d, Clk, Rst);
    parameter   DATAWIDTH = 32;
    input Clk;
    input Rst;
    input [DATAWIDTH-1:0] d;
    output reg [DATAWIDTH-1:0] q;
    always @(posedge Clk) begin
        if (Rst == 1)
            q <= 0;
        else
            q <= d;
    end
endmodule
`timescale 1ns/1ns
module SHR(a,sh_amt,d);
    parameter DATAWIDTH = 32;
    input [DATAWIDTH-1:0] a;
    input [DATAWIDTH-1:0] sh_amt;
    output reg [DATAWIDTH-1:0] d;
    always @(a,sh_amt) begin
        d <= a >> sh_amt;
    end
endmodule
`timescale 1ns / 1ns
module circuit3(a, b, c, d, e, f, g, h, sa, avg, clk, rst);
    input  clk, rst;
    input  [7:0] sa;
    input  [15:0] a, b, c, d, e, f, g, h;
    output [15:0] avg;
    wire   [31:0] l00, l01, l02, l03, l10, l11, l2, l2div2, l2div4, l2div8;
    wire   [31:0] sa_32, avg_32; 
    wire   [15:0] l00_16, l01_16, l02_16, l03_16; 
    assign l00 = {{16{1'b0}}, l00_16};
    assign l01 = {{16{1'b0}}, l01_16};
    assign l02 = {{16{1'b0}}, l02_16};
    assign l03 = {{16{1'b0}}, l03_16};
    assign sa_32 = {{24{1'b0}}, sa};
    assign avg = avg_32[15:0];
    ADD    #(.DATAWIDTH(16)) ADD_1(a, b, l00_16);                      
    ADD    #(.DATAWIDTH(16)) ADD_2(c, d, l01_16);                      
    ADD    #(.DATAWIDTH(16)) ADD_3(e, f, l02_16);                      
    ADD    #(.DATAWIDTH(16)) ADD_4(g, h, l03_16);                      
    ADD    #(.DATAWIDTH(32)) ADD_5(l00, l01, l10);                     
    ADD    #(.DATAWIDTH(32)) ADD_6(l02, l03, l11);                     
    ADD    #(.DATAWIDTH(32)) ADD_7(l10, l11, l2);                      
    SHR    #(.DATAWIDTH(32)) SHR_1(l2, sa_32, l2div2);                 
    SHR    #(.DATAWIDTH(32)) SHR_2(l2div2, sa_32, l2div4);             
    SHR    #(.DATAWIDTH(32)) SHR_3(l2div4, sa_32, l2div8);             
    REG    #(.DATAWIDTH(32)) REG_1(avg_32, l2div8, clk, rst);          
endmodule
==> flow/run.sh <==
#!/bin/bash
# OpenROAD 26Q1-2900-gdf79404cd8, Yosys 0.63+post, stock flow scripts
make -C /OpenROAD-flow-scripts/flow DESIGN_CONFIG=/design/flow/config.mk WORK_HOME=/design/flow/orfs finish
==> flow/config.mk <==
export PLATFORM = sky130hd
export DESIGN_NAME = circuit3
export DESIGN_NICKNAME = circuit3
export VERILOG_FILES = /design/flow/design.v
export SDC_FILE = /design/flow/constraint.sdc
export NUM_CORES = 4
export LEC_CHECK = 1
export CORE_UTILIZATION = 50
==> flow/constraint.sdc <==
current_design circuit3

set clk_period 23.5
set clk_io_pct 0.2

create_clock -name clk0 -period $clk_period [get_ports {clk}]

set non_clock_inputs [all_inputs -no_clocks]
set_input_delay [expr $clk_period * $clk_io_pct] -clock clk0 $non_clock_inputs
set_output_delay [expr $clk_period * $clk_io_pct] -clock clk0 [all_outputs]
==> tab_implementation.tex <==
% Synthesis and place-and-route results
\begin{tabular}{lr}
\hline
Metric & Value \\
\hline
\multicolumn{2}{l}{\textbf{Cells and area}} \\
\quad Count of non-filler cells in the finished layout & 1179 \\
\quad Post-synthesis to final-layout area growth & 26.77\% \\
\quad Register with the most flip-flops & REG\_1.q \\
\quad Fraction of final layout cells with drive strength greater than 1 & 3.873\% \\
\quad Max reg flops & 16 \\
\quad Post-route cell area & 8237 um2 \\
\quad Largest registers & REG\_1.q: 16 flops \\
\quad Filler cells & $\sim$1.0k \\
\quad Fraction of the core area covered by cells at the end of the flow & between 60\% and 70\% \\
\multicolumn{2}{l}{\textbf{Power}} \\
\quad Cell leakage power & $\sim$3.4 nW \\
\quad Peak supply drop & 0.09754 mV \\
\quad Post-layout power & 1.108 mW \\
\quad Power density normalized to cell area & 134.5 nW/um2 \\
\multicolumn{2}{l}{\textbf{Die}} \\
\quad Die outline width & 116.0 um \\
\quad Number of ports placed on the die boundary & 154 \\
\quad Core area & between 10000 and 15000 um2 \\
\quad DIE AREA & 13450 um2 \\
\quad Cell row count & 41 \\
\quad Overall die height & $\sim$120 um \\
\quad Floorplan utilization & 51.49\% \\
\multicolumn{2}{l}{\textbf{Logic synthesis}} \\
\quad Yosys Instances & 876 \\
\quad Synthesis Warnings & 4 \\
\quad Total cell area reported by yosys after synthesis & 6497 um2 \\
\quad Post-Syn Area & 6497 um2 \\
\quad Most used flip-flop cell after synthesis & sky130\_fd\_sc\_hd\_\_dfxtp\_1 \\
\quad Mapped Cells & 876 \\
\quad Average size of a mapped cell & 7.417 um2 \\
\quad Async set or reset register ratio after synthesis & 0\% \\
\quad Sequential cell area fraction in the yosys report & under 10\% \\
\quad Number of distinct library cell variants in the gate-level netlist after synthesis & approximately 82 \\
\quad Flip-flop and latch count after synthesis & 16 \\
\quad Number of enable-type register cells in the synthesized netlist & 0 \\
\multicolumn{2}{l}{\textbf{GRT}} \\
\quad Total global-route track usage & 32.97\% \\
\quad Vias in the first global route & 6981 \\
\quad Initial antenna violation count & 0 \\
\quad Wire length of the first global-routing pass & between 30000 and 40000 um \\
\quad Largest net degree at the start of global routing & 43 \\
\quad Overflow after GRT & 0 \\
\multicolumn{2}{l}{\textbf{Critical path}} \\
\quad Crit path max fanout & 8 \\
\quad Data arrival at the endpoint of the critical path & 11900 ps \\
\quad Critical Path Max Stage Delay & $\sim$540 ps \\
\quad Critical Path End Type & flip-flop \\
\quad Critical path start-end classification & input pin to flip-flop \\
\quad Worst path slowest cell & sky130\_fd\_sc\_hd\_\_fa\_1 \\
\quad Crit path required time & 23610 ps \\
\quad Number of buffers and inverters on the critical path & 2 \\
\quad Family with the most delay on the worst path & AND-OR/OR-AND gates \\
\quad Kind of start point of the critical path & input pin \\
\quad Cell repeated most along the worst path & sky130\_fd\_sc\_hd\_\_a21o\_1 \\
\multicolumn{2}{l}{\textbf{Clocking}} \\
\quad Count of hold-fix buffers inserted at cts & 0 \\
\quad Clock tree from TritonCTS & done \\
\quad Number of H-tree branching levels & 1 \\
\quad Clock-pin slew of the registers on the worst-case setup and hold paths & 50 ps \\
\quad Clock sink count & 16 \\
\quad Clock buffer count from CTS & 3 \\
\quad Clock root buffer & sky130\_fd\_sc\_hd\_\_clkbuf\_16 \\
\quad Number of buffers inserted by post-CTS setup repair & 0 \\
\quad Post-cts resize count & 0 \\
\quad CTS Buffer Depth & 2 \\
\multicolumn{2}{l}{\textbf{Route}} \\
\quad Router iterations before antenna repair & 5 \\
\quad Number of nets with antenna violations after detailed routing & 0 \\
\quad Total number of vias & between 7k and 8k \\
\quad Detailed-route wire length per cell & 18.14 um \\
\quad Drt via density & 6.260 \\
\quad Number of remaining DRC errors & 0 \\
\quad Iteration-0 DRC count of the detailed router & 676 \\
\quad Wire length after detailed routing & 21390 um \\
\quad Antenna Diode Count & 0 \\
\multicolumn{2}{l}{\textbf{Placement}} \\
\quad Half-perimeter wire length after detailed placement & 17640 um \\
\quad Worst setup timing slack at the placement stage & around 11000 ps \\
\quad Total instance count after detailed placement & 1175 \\
\quad Input/output buffers & 153 \\
\quad Weighted congestion reported at the end of routability-driven placement & 0.9646 \\
\quad Placed cell area & 8148 um2 \\
\multicolumn{2}{l}{\textbf{STA}} \\
\quad Post-route setup slack & between 10000 and 15000 ps \\
\quad TNS Setup & 0 ps \\
\quad Minimum hold slack & 5207 ps \\
\quad Final Hold Fails & 0 \\
\quad Worst slew margin relative to its limit & 48.64\% \\
\quad Pins over their slew limit & 0 \\
\quad RSZ-0062 raised after global routing & no \\
\quad F\_max & approximately 85 MHz \\
\quad Number of setup violations in the final report & 0 \\
\quad Final min period & 11790 ps \\
\quad Final worst path period share & 50.18\% \\
\quad Worst Max-Slew Pin Slew & around 760 ps \\
\multicolumn{2}{l}{\textbf{Job}} \\
\quad Number of max-capacitance violations reported & 0 \\
\quad Total number of warnings across the stage logs & 26 \\
\multicolumn{2}{l}{\textbf{Min path}} \\
\quad Worst hold path class & input pin to flip-flop \\
\multicolumn{2}{l}{\textbf{Outcome}} \\
\quad Outcome & completed \\
\hline
\end{tabular}
worst paths after layout:
check / from / endpoint / slack (ps) / cells past startpoint
max: a[1] / REG_1.q[3]$_SDFF_PP0_ / 11710 / 26
min: rst / REG_1.q[6]$_SDFF_PP0_ / 5210 / 4
cell families after synthesis:
kind of cell / synth area share (%)
AND/OR/NAND/NOR: 21.32
XOR/XNOR: 9.031
flip-flops: 4.930
AND-OR/OR-AND: 31.22
adder cells (fa/ha/maj): 25.92
multiplexers: 1.598
buffers and inverters: 5.989
per-layer routing:
metal | share of wire, % | wire (um) | track usage, %
met4 | 3.8 | 804 | 11.03
met2 | 47 | 9997 | 55.00
met3 | 8.8 | 1874 | 5.914
met5 | 0 | 0 | 0
met1 | 41 | 8709 | 43.53
synth_stat cells, drive strengths merged, types with 5 or more instances:
| cell type | n | area (um2) |
|---|---|---|
| mux2i | 7 | 70.07 |
| fa | 36 | 720.7 |
| and2 | 5 | 31.28 |
| xor2 | 26 | 227.7 |
| a211o | 7 | 61.31 |
| inv | 59 | 221.5 |
| a21boi | 5 | 37.54 |
| and3 | 13 | 81.33 |
| nor4 | 10 | 68.81 |
| or3 | 10 | 62.56 |
| nand2 | 63 | 239.0 |
| a221o | 5 | 50.05 |
| a21oi | 73 | 365.4 |
| a21o | 19 | 142.6 |
| a31oi | 16 | 106.4 |
| ha | 77 | 963.4 |
| a31o | 6 | 52.55 |
| buf | 18 | 100.1 |
| o21bai | 15 | 112.6 |
| nand2b | 9 | 56.30 |
| o211ai | 15 | 112.6 |
| nor3 | 33 | 165.2 |
| xnor2 | 41 | 359.1 |
| o21a | 9 | 67.56 |
| clkbuf | 17 | 63.81 |
| nor2 | 79 | 301.5 |
| o21ai | 54 | 274.0 |
| dfxtp | 16 | 320.3 |
| o2111ai | 7 | 61.31 |
| nand3 | 34 | 170.2 |
| nand4 | 9 | 56.30 |
| o211a | 10 | 100.1 |
| or2 | 6 | 37.54 |
| a211oi | 7 | 57.55 |
placed cells by master, fill, tap and decap left out, drive strengths merged, types with 9 or more instances in the layout:
master         instances
clkdlybuf4s50        153
nor2                  79
ha                    77
a21oi                 73
nand2                 63
inv                   59
o21ai                 54
xnor2                 41
fa                    36
nand3                 34
nor3                  33
xor2                  26
a21o                  19
dfxtp                 16
a31oi                 16
o21bai                15
o211ai                15
and3                  13
or3                   10
o211a                 10
nor4                  10
o21a                   9
nand2b                 9
nand4                  9
buf                    9
cell type report:
| class | count | area (um2) | share of cell area (%) |
|---|---|---|---|
| Clock buffer | 4 | 88.84 | 1.079 |
| Inverter | 60 | 225.2 | 2.734 |
| Multi-Input combinational cell | 765 | 5788 | 70.27 |
| Sequential cell | 16 | 320.3 | 3.889 |
| Tap cell | 172 | 215.2 | 2.613 |
| Timing Repair Buffer | 162 | 1599 | 19.41 |
where the power goes:
| group | internal [mW] | switching, mW | leakage, nW |
|---|---|---|---|
| Sequential | 0.0272 | 0.0000206 | 0.129 |
| Clock | 0.0259 | 0.0108 | 0.0442 |
| Combinational | 0.390 | 0.654 | 3.24 |
Power figures rest on the tool's default switching activity, not on a simulated workload.
